==> flow/design.v <==
`timescale  1ns/100ps
module FunctionUnit(
    input[3:0] fs,
    input[4:0] sh,
    input[31:0] a,
    input[31:0] b,
    output reg[31:0] fout,
    output wire overflow,
    output reg carryout,
    output wire negative,
    output wire zero
);
    reg[31:0] right_b;
    assign overflow = (a[31] == right_b[31] && fout[31] != a[31]);
    assign negative = fout[31];
    assign zero = (fout == 32'b0);
    always @(*) begin
        case (fs)
            4'b0000: begin
                right_b = 32'b0;
                {carryout, fout} = a;
            end
            4'b0001: begin
                right_b = 32'b1;
                {carryout, fout} = a + 1'b1;
            end
            4'b0010: begin
                right_b = b;
                {carryout, fout} = a + b;
            end
            4'b0011: begin
                right_b = b + 1'b1;
                {carryout, fout} = a + b + 1'b1;
            end
            4'b0100: begin
                right_b = ~b;
                {carryout, fout} = a + (~b);
            end
            4'b0101: begin
                right_b = ~b + 1'b1;
                {carryout, fout} = a - b;
            end
            4'b0110: begin
                right_b = 32'hffffffff;
                {carryout, fout} = a - 1'b1;
            end
            4'b0111: begin
                right_b = 32'b0;
                {carryout, fout} = a;
            end
            4'b1000: begin
                right_b = b;
                {carryout, fout} = a & b;
            end
            4'b1001: begin
                right_b = b;
                {carryout, fout} = a | b;
            end
            4'b1010: begin
                right_b = b;
                {carryout, fout} = a ^ b;
            end
            4'b1011: begin
                right_b = 32'b0;
                {carryout, fout} = ~a;
            end
            4'b1100: begin
                right_b = b;
                {carryout, fout} = b;
            end
            4'b1101: begin
                right_b = 32'b0;
                {carryout, fout} = a >> sh;
            end
            4'b1110: begin
                right_b = 32'b0;
                {carryout, fout} = a << sh;
            end
            4'b1111: begin
                right_b = 32'b0;
                {carryout, fout} = 33'b0;
            end
            default: begin
                right_b = 32'b0;
                {carryout, fout} = 33'b0;
            end
        endcase
    end
endmodule
==> flow/run.sh <==
#!/bin/bash
# OpenROAD 26Q1-2900-gdf79404cd8, Yosys 0.63+post, stock flow scripts
make -C /OpenROAD-flow-scripts/flow DESIGN_CONFIG=/design/flow/config.mk WORK_HOME=/design/flow/orfs finish
==> flow/config.mk <==
export PLATFORM = sky130hd
export DESIGN_NAME = FunctionUnit
export DESIGN_NICKNAME = FunctionUnit
export VERILOG_FILES = /design/flow/design.v
export SDC_FILE = /design/flow/constraint.sdc
export NUM_CORES = 4
export LEC_CHECK = 1
export CORE_UTILIZATION = 40
==> flow/constraint.sdc <==
current_design FunctionUnit

set clk_period 14.1
set clk_io_pct 0.2

create_clock -name clk0 -period $clk_period

set non_clock_inputs [all_inputs -no_clocks]
set_input_delay [expr $clk_period * $clk_io_pct] -clock clk0 $non_clock_inputs
set_output_delay [expr $clk_period * $clk_io_pct] -clock clk0 [all_outputs]
==> results.ini <==
[run_status]
status=complete, no violations

[logic_synthesis]
yosysUniqueCellTypes=82
synthTopCellsByArea=ha_1, mux4_2, nand2_1, a21oi_1, nor2_1
ys_cells=1755
yosys.cell_count.top_type=nand2_1
synth_area_sq_mm=0.01213
common_cells=nand2_1, nor2_1, ha_1
yosysTopAreaCell=ha_1
syn_inst=1755
postSynthSeqShare=0
synth_top_area_share=0.1341
ys_area_sq_mm=0.01213
syn_area_per_cell_sq_um=6.910
ys_warn_count=1

[pwr]
p_switching_uw=375.9
p_int_uw=233.0
pwr-share-clk=0
leakage_nw=5.409
vdd_drop_max_mv=0.02430
power_frac_seq=0
combPwrFrac=1.000
switching_share=0.6174
power.density_mw_per_mm2=45.01

[drt]
wl_per_cell_um=30.69
antenna_left=0
drt_iter0_drc=1915
via_count=15110
remaining_drc_errors=0
avgViaCountPerCell=6.976
wl_um=66480
drtPass1Iterations=6

[critical_path]
crit_family=AND-OR/OR-AND gates
endpoint_kind=primary output
startpoint=b[1]
critPathBufInv=4
worst_ep_arrival_time_ns=9.87
critPathSlowestCell=a221oi_1
worst-path-stages=24
worstSetupPathType=in -> out
startpoint_type=input port
crit_fanout=6
required_ns=11.28
path_cells=clkdlybuf4s50_1 > inv_1 > nor3_1 > nand2_1 > nor2_1 > and4_1 > nand2_1 > xnor2_1 > a211oi_1 > ha_1 > a41oi_1 > o21ai_0 > a21oi_1 > o21a_1 > o31ai_1 > and4_1 > a2111oi_0 > buf_4 > xnor2_1 > a221oi_1 > o211ai_1 > or4b_1 > nor4_2 > clkdlybuf4s50_1
slowest_delay_ns=0.68

[final_timing]
slew_headroom=0.3859
finalCritPeriodShare=0.8997
hold_violations=0
finalSetupViolCount=0
rsz0062_at_grt=no
worstMarginPinSlew_ns=0.9150
tns_ns=0
period_needed_ns=12.69
drv_slew=0
max_freq_ghz=0.07883

[final_layout]
utilization=0.4552
fin_cells=2166
ff_latch_area_sq_um=0
nClkBuffers=0
ff_count=0
fillers=3075
syn_to_final_growth_pct=11.53
layout-drive-gt1-share=0.08399

[die]
fp.dieW_um=176.1
io_pins=109
die_h_um=176.1
initCoreUtil=0.4081
die-area_sq_mm=0.03102
core-area_sq_mm=0.02972
rows=63

[global_route]
overflow=0
first_global_vias=13900
antenna_found_initial=3
grt_pass1_wl_um=95500
grt_max_degree=103
grt_use_total=0.4311

[worst_hold_path]
hold_path_class=in -> out
holdPathStages=7
hp-start=fs[2]

[placed_design]
hpwl_um=53310
placedCellCount=2164
globalplace.congestion=1.099
numPortBuffers=109

[clocking]
ctsResizeCount=0
cts_hold_buffers=0
post-cts-setup-buffer-count=0

[job]
max_cap_violations=0
warnings=67

## path summary, 6_finish.rpt
path	to	slack, ns
max	zero	1.41
min	fout[0]	6.87
## cells in the final DEF, fill, tap and decap left out, types with 14 or more instances in the layout
master / instances
a211o_1: 14
a211oi_1: 63
a21o_1: 23
a21oi_1: 127
a22oi_1: 27
and2_1: 17
buf_4: 57
clkdlybuf4s50_1: 103
ha_1: 130
inv_1: 90
mux2_2: 14
mux2i_1: 53
mux4_2: 55
nand2_1: 175
nand2b_1: 17
nand3_1: 56
nand4_1: 28
nor2_1: 163
nor2b_1: 14
nor3_1: 40
o211ai_1: 28
o21ai_0: 104
o22ai_1: 22
or3_1: 17
xnor2_1: 70
xor2_1: 28
## cells by family after synthesis
group,after synthesis,share of synthesized area
AOI/OAI and AO/OA,561,0.3123
xor gates and xnor gates,98,0.07077
adders and majority gates,132,0.1374
buffers and inverters,238,0.07892
muxes,124,0.1623
and+or+nand+nor,602,0.2383
## final cells by class
type,instances,area [sq um],area share
Inverter,92,345.3,0.02553
Timing Repair Buffer,165,1499,0.1108
Antenna cell,2,5.005,0.0003700
Tap cell,390,488.0,0.03607
Multi-Input combinational cell,1517,11190,0.8272
## power groups by stage
stage | Sequential [mW] | Clock (mW) | Combinational, mW
4_1_cts | 0 | 0 | 0.590
5_1_grt | 0 | 0 | 0.642
6_report | 0 | 0.0000000188 | 0.609
## per-layer routing
layer / global-route usage / up-vias / wire length (um)
met5: 0 / - / 33
met4: 0.1522 / 6 / 2819
met3: 0.09354 / 156 / 7669
met2: 0.6391 / 1033 / 28500
met1: 0.6174 / 7237 / 27460
li1: - / 6677 / -
## stage by stage
step	worst slack [ns]	total power [mW]	cell area, sq um	hold WS, ns
3_5_place_dp	1.473	0.5864	13520	6.813
3_3_place_gp	1.458	0.5898	13520	6.826
6_report	1.414	0.6089	13530	6.869
2_1_floorplan	2.330	0.3528	12130	5.721
4_1_cts	1.445	0.5899	13520	6.823
5_1_grt	1.074	0.6422	13520	6.892
No activity file was given, so power comes from the tool's default toggle rates.
