--- design/flow/config.mk ---
export PLATFORM = sky130hd
export DESIGN_NAME = Mux32_41
export DESIGN_NICKNAME = Mux32_41
export VERILOG_FILES = /design/flow/design.v
export SDC_FILE = /design/flow/constraint.sdc
export NUM_CORES = 4
export LEC_CHECK = 1
export CORE_AREA = 10 10 96 96
export DIE_AREA = 0 0 106 106
--- design/flow/constraint.sdc ---
current_design Mux32_41

set clk_period 5.2
set clk_io_pct 0.2

create_clock -name clk0 -period $clk_period

set non_clock_inputs [all_inputs -no_clocks]
set_input_delay [expr $clk_period * $clk_io_pct] -clock clk0 $non_clock_inputs
set_output_delay [expr $clk_period * $clk_io_pct] -clock clk0 [all_outputs]
--- design/flow/design.v ---
`timescale  1ns/100ps
module Mux32_41(
    input[31:0] in0,
    input[31:0] in1,
    input[31:0] in2,
    input[31:0] in3,
    input[1:0] sel,
    output reg[31:0] out
);
    always @(*) begin
        if (sel == 2'b00) begin
            out = in0;
        end else if (sel == 2'b01) begin
            out = in1;
        end else if (sel == 2'b10) begin
            out = in2;
        end else begin
            out = in3;
        end
    end
endmodule
--- design/flow/run.sh ---
#!/bin/bash
# OpenROAD 26Q1-2900-gdf79404cd8, Yosys 0.63+post, stock flow scripts
make -C /OpenROAD-flow-scripts/flow DESIGN_CONFIG=/design/flow/config.mk WORK_HOME=/design/flow/orfs finish
==> tab_implementation.tex <==
% Implementation results table
\begin{tabular}{lr}
\hline
Metric & Value \\
\hline
\multicolumn{2}{l}{\textbf{Die}} \\
Cell row count & 31 \\
Horiz. Die Dim & 106 um \\
Core region area & 0.007214 mm2 \\
Floorplan utilization & 0.1129 \\
Die y size & 106 um \\
Area of the die & 0.01124 mm2 \\
Io pins & 162 \\
\multicolumn{2}{l}{\textbf{Cells and area}} \\
Top cell excl fill/tap & clkdlybuf4s50\_1 \\
Final design area excluding fillers & 0.002484 mm2 \\
Non-filler instance count after layout & 295 \\
FF/Latch Area & 0 um2 \\
Proportion of layout cells with a drive suffix above 1 & 0.1684 \\
Core Util, Final & 0.3443 \\
Most frequent logic cells in the routed design & clkdlybuf4s50\_1 (161), mux4\_2 (30), mux4\_1 (2), buf\_4 (2), buf\_2 (1) \\
Layout fillers & 736 \\
Tally of clock buffers in the finished layout & 0 \\
Area of the multi-input gates & 728.2 um2 \\
Number of flip-flops and latches & 0 \\
Area growth from synthesis to layout & 204.9\% \\
\multicolumn{2}{l}{\textbf{Place}} \\
Placer congestion estimate & 0.8086 \\
Placed Cells incl. Taps & 295 \\
Number of input and output port buffers inserted & 162 \\
Dpl hpwl & 6.220 mm \\
Placement-stage cell area & 0.002484 mm2 \\
Worst slack at placement & 1.189 ns \\
\multicolumn{2}{l}{\textbf{Synthesis}} \\
Chip Area, Yosys & 814.5 um2 \\
Area share of the largest cell type after synthesis & 0.8295 \\
Leading post-synthesis cells by cell area & mux4\_2 (83\%), buf\_12 (7.4\%), mux4\_1 (6.5\%) \\
Number of standard cells reported by yosys & 39 \\
Post-synthesis instance total & 39 \\
Syn. warnings & 1 \\
Post-synth cell types & 5 \\
Cell type contributing the most total cell area after synthesis & mux4\_2 \\
Mean instance size in the synthesized netlist & 20.89 um2 \\
Post-Syn Area & 814.5 um2 \\
Register area share after synthesis & 0 \\
\multicolumn{2}{l}{\textbf{Route}} \\
Number of antenna cells inserted & 0 \\
Met2 wirelength from detailed routing & 2.858 mm \\
DRT Wirelength & 6.662 mm \\
Detailed-routing wirelength on met1 & 2.694 mm \\
Detail Route Antenna Nets & 0 \\
Residual DRC count & 0 \\
Number of search-and-repair iterations in the first detailed-routing pass & 3 \\
Top Metal Used & met5 \\
Post-detailed-route wirelength per cell & 22.58 um \\
Met3 Routed Length & 1.029 mm \\
Drt initial violations & 15 \\
Via total after detailed routing & 1,201 \\
Detailed-route vias per instance & 4.071 \\
\multicolumn{2}{l}{\textbf{Flow run}} \\
Tool warnings & 32 \\
Number of max-cap violations & 0 \\
\multicolumn{2}{l}{\textbf{Setup path}} \\
Crit path arrival time & 2.93 ns \\
Kind of critical path & input pin to output pin \\
Type of element capturing the critical path & output pin \\
Origin of the worst setup path & sel[0] \\
Crit path launch type & input pin \\
Worst Setup EP & out[22] \\
Critical path required time & 4.16 ns \\
Worst Path Max Fanout & 23 \\
\multicolumn{2}{l}{\textbf{GRT}} \\
Maximum number of pins on one net before global-route repair & 33 \\
Gr usage total & 0.1134 \\
Number of global-route vias before repair & 1,530 \\
Global route overflow & 0 \\
Number of antenna violations at the first check in global routing & 1 \\
First-pass GRT wire length & 9.549 mm \\
\multicolumn{2}{l}{\textbf{STA}} \\
Setup TNS after final layout & 0 ns \\
Post-layout period usage of the worst path & 0.7644 \\
Final-report setup violation count & 0 \\
Headroom to the max-slew limit & 0.5055 \\
Worst-Margin Slew & 0.7418 ns \\
Post-layout minimum cycle time & 3.975 ns \\
Minimum setup slack in the final design & 1.225 ns \\
Final Hold Fails & 0 \\
Minimum hold slack & 3.201 ns \\
Number of max-slew violations in the final report & 0 \\
FMAX & 0.2516 GHz \\
Setup repair after global routing missed its margin & false \\
\multicolumn{2}{l}{\textbf{Clocking}} \\
Setup fix buffers added after clock tree synthesis & 0 \\
Number of buffers inserted by hold repair at cts & 0 \\
Post-CTS Resized & 0 \\
\multicolumn{2}{l}{\textbf{Pwr}} \\
Highest ir drop seen on vdd & 0.04657 mV \\
Leakage power & 0.8556 nW \\
Total power per unit cell area & 82.79 mW/mm2 \\
Total design power & 0.2056 mW \\
\multicolumn{2}{l}{\textbf{Hold path}} \\
Hold WC Path Type & input pin to output pin \\
\multicolumn{2}{l}{\textbf{Outcome}} \\
Outcome & finished clean \\
\hline
\end{tabular}
==> routing by layer <==
metal  vias up  track usage
met5         -            0
met4         2     0.009671
met3         4      0.06850
met2       126       0.1745
met1       546       0.1395
li1        523            -
==> cell type report <==
class,instances,share of cell area
Multi-Input combinational cell,32,0.2932
Tap cell,99,0.04987
Timing Repair Buffer,164,0.6569
==> worst min-delay path by stage <==
stage | start | to | depth (start not counted)
6_report | in0[24] | out[24] | 3
5_1_grt | in0[11] | out[11] | 3
4_1_cts | in2[31] | out[31] | 3
==> cells by family (layout without fill, tap and decap cells) <==
family                 after synthesis  after routing  share of synthesized area
muxes                               32             32                     0.8940
buffers and inverters                7            164                     0.1060
==> Yosys cell counts <==
master / instances
buf_2: 3
mux4_2: 30
mux4_1: 2
buf_12: 3
buf_6: 1
==> critical path: stages <==
cell	delay, ns
buf_2	0.57
buf_4	0.35
mux4_2	0.52
clkdlybuf4s50_1	0.44
==> report_power, final <==
| group | internal (mW) | switching (mW) | total (mW) |
|---|---|---|---|
| logic | 0.164 | 0.0417 | 0.206 |
| clock network | 0 | 0 | 0 |
| registers | 0 | 0 | 0 |
| total | 0.164 | 0.0417 | 0.206 |
Power is estimated from default activity; no workload was simulated.
