$ cat ./run.sh
#!/bin/bash
# OpenROAD 26Q1-2900-gdf79404cd8, Yosys 0.63+post, stock flow scripts
make -C /OpenROAD-flow-scripts/flow DESIGN_CONFIG=/design/flow/config.mk WORK_HOME=/design/flow/orfs finish
$ cat ./config.mk
export PLATFORM = sky130hd
export DESIGN_NAME = RegisterFile
export DESIGN_NICKNAME = RegisterFile
export VERILOG_FILES = /design/flow/design.v
export SDC_FILE = /design/flow/constraint.sdc
export NUM_CORES = 4
export LEC_CHECK = 1
export CORE_AREA = 10 10 552 552
export DIE_AREA = 0 0 562 562
$ cat ./constraint.sdc
current_design RegisterFile

set clk_period 10.6
set clk_io_pct 0.2

create_clock -name clk0 -period $clk_period [get_ports {clk}]

set non_clock_inputs [all_inputs -no_clocks]
set_input_delay [expr $clk_period * $clk_io_pct] -clock clk0 $non_clock_inputs
set_output_delay [expr $clk_period * $clk_io_pct] -clock clk0 [all_outputs]
$ cat ./design.v
`timescale  1ns/100ps
module DFlipFlop_32(
    clk,
    rst_n,
    load,
    d,
    q
);
    input clk;
    input rst_n;
    input load;
    input[31:0] d;
    output[31:0] q;
    reg[31:0] q;
    always @(posedge clk or negedge rst_n) begin
        if (rst_n == 1'b0) begin
            q <= 0;
        end else begin
            if (load == 1'b1) begin
                q <= d;
            end else begin
                q <= q;
            end
        end
    end
endmodule
module DFlipFlop_7(
    clk,
    rst_n,
    load,
    d,
    q
);
    input clk;
    input rst_n;
    input load;
    input[6:0] d;
    output[6:0] q;
    reg[6:0] q;
    always @(posedge clk or negedge rst_n) begin
        if (rst_n == 1'b0) begin
            q <= 0;
        end else begin
            if (load == 1'b1) begin
                q <= d;
            end else begin
                q <= q;
            end
        end
    end
endmodule
module DFlipFlop_5(
    clk,
    rst_n,
    load,
    d,
    q
);
    input clk;
    input rst_n;
    input load;
    input[4:0] d;
    output[4:0] q;
    reg[4:0] q;
    always @(posedge clk or negedge rst_n) begin
        if (rst_n == 1'b0) begin
            q <= 0;
        end else begin
            if (load == 1'b1) begin
                q <= d;
            end else begin
                q <= q;
            end
        end
    end
endmodule
module DFlipFlop_4(
    clk,
    rst_n,
    load,
    d,
    q
);
    input clk;
    input rst_n;
    input load;
    input[3:0] d;
    output[3:0] q;
    reg[3:0] q;
    always @(posedge clk or negedge rst_n) begin
        if (rst_n == 1'b0) begin
            q <= 0;
        end else begin
            if (load == 1'b1) begin
                q <= d;
            end else begin
                q <= q;
            end
        end
    end
endmodule
module DFlipFlop_2(
    clk,
    rst_n,
    load,
    d,
    q
);
    input clk;
    input rst_n;
    input load;
    input[1:0] d;
    output[1:0] q;
    reg[1:0] q;
    always @(posedge clk or negedge rst_n) begin
        if (rst_n == 1'b0) begin
            q <= 0;
        end else begin
            if (load == 1'b1) begin
                q <= d;
            end else begin
                q <= q;
            end
        end
    end
endmodule
module DFlipFlop_1(
    clk,
    rst_n,
    load,
    d,
    q
);
    input clk;
    input rst_n;
    input load;
    input d;
    output q;
    reg q;
    always @(posedge clk or negedge rst_n) begin
        if (rst_n == 1'b0) begin
            q <= 0;
        end else begin
            if (load == 1'b1) begin
                q <= d;
            end else begin
                q <= q;
            end
        end
    end
endmodule
module RegisterFile(
    input clk,
    input rst_n,
    input[4:0] raddr0,
    input[4:0] raddr1,
    input[4:0] waddr,
    input wen,
    input[31:0] datain,
    output[31:0] dataout0,
    output[31:0] dataout1,
    output wire[31:0] reg0,
    output wire[31:0] reg1,
    output wire[31:0] reg2,
    output wire[31:0] reg3,
    output wire[31:0] reg4,
    output wire[31:0] reg5,
    output wire[31:0] reg6,
    output wire[31:0] reg7,
    output wire[31:0] reg8,
    output wire[31:0] reg9,
    output wire[31:0] reg10,
    output wire[31:0] reg11,
    output wire[31:0] reg12,
    output wire[31:0] reg13,
    output wire[31:0] reg14,
    output wire[31:0] reg15,
    output wire[31:0] reg16,
    output wire[31:0] reg17,
    output wire[31:0] reg18,
    output wire[31:0] reg19,
    output wire[31:0] reg20,
    output wire[31:0] reg21,
    output wire[31:0] reg22,
    output wire[31:0] reg23,
    output wire[31:0] reg24,
    output wire[31:0] reg25,
    output wire[31:0] reg26,
    output wire[31:0] reg27,
    output wire[31:0] reg28,
    output wire[31:0] reg29,
    output wire[31:0] reg30,
    output wire[31:0] reg31
);
    wire[31:0] regs[0:31];
    assign dataout0 = regs[raddr0];
    assign dataout1 = regs[raddr1];
    assign reg0 = regs[0];
    assign reg1 = regs[1];
    assign reg2 = regs[2];
    assign reg3 = regs[3];
    assign reg4 = regs[4];
    assign reg5 = regs[5];
    assign reg6 = regs[6];
    assign reg7 = regs[7];
    assign reg8 = regs[8];
    assign reg9 = regs[9];
    assign reg10 = regs[10];
    assign reg11 = regs[11];
    assign reg12 = regs[12];
    assign reg13 = regs[13];
    assign reg14 = regs[14];
    assign reg15 = regs[15];
    assign reg16 = regs[16];
    assign reg17 = regs[17];
    assign reg18 = regs[18];
    assign reg19 = regs[19];
    assign reg20 = regs[20];
    assign reg21 = regs[21];
    assign reg22 = regs[22];
    assign reg23 = regs[23];
    assign reg24 = regs[24];
    assign reg25 = regs[25];
    assign reg26 = regs[26];
    assign reg27 = regs[27];
    assign reg28 = regs[28];
    assign reg29 = regs[29];
    assign reg30 = regs[30];
    assign reg31 = regs[31];
    reg[31:0] load;
    wire[31:0] rload;
    assign rload = (wen == 1'b1) ? load : 32'b0;
    DFlipFlop_32 regDff0(.clk(clk), .rst_n(rst_n), .load(rload[0]), .d(datain), .q(regs[0]));
    DFlipFlop_32 regDff1(.clk(clk), .rst_n(rst_n), .load(rload[1]), .d(datain), .q(regs[1]));
    DFlipFlop_32 regDff2(.clk(clk), .rst_n(rst_n), .load(rload[2]), .d(datain), .q(regs[2]));
    DFlipFlop_32 regDff3(.clk(clk), .rst_n(rst_n), .load(rload[3]), .d(datain), .q(regs[3]));
    DFlipFlop_32 regDff4(.clk(clk), .rst_n(rst_n), .load(rload[4]), .d(datain), .q(regs[4]));
    DFlipFlop_32 regDff5(.clk(clk), .rst_n(rst_n), .load(rload[5]), .d(datain), .q(regs[5]));
    DFlipFlop_32 regDff6(.clk(clk), .rst_n(rst_n), .load(rload[6]), .d(datain), .q(regs[6]));
    DFlipFlop_32 regDff7(.clk(clk), .rst_n(rst_n), .load(rload[7]), .d(datain), .q(regs[7]));
    DFlipFlop_32 regDff8(.clk(clk), .rst_n(rst_n), .load(rload[8]), .d(datain), .q(regs[8]));
    DFlipFlop_32 regDff9(.clk(clk), .rst_n(rst_n), .load(rload[9]), .d(datain), .q(regs[9]));
    DFlipFlop_32 regDff10(.clk(clk), .rst_n(rst_n), .load(rload[10]), .d(datain), .q(regs[10]));
    DFlipFlop_32 regDff11(.clk(clk), .rst_n(rst_n), .load(rload[11]), .d(datain), .q(regs[11]));
    DFlipFlop_32 regDff12(.clk(clk), .rst_n(rst_n), .load(rload[12]), .d(datain), .q(regs[12]));
    DFlipFlop_32 regDff13(.clk(clk), .rst_n(rst_n), .load(rload[13]), .d(datain), .q(regs[13]));
    DFlipFlop_32 regDff14(.clk(clk), .rst_n(rst_n), .load(rload[14]), .d(datain), .q(regs[14]));
    DFlipFlop_32 regDff15(.clk(clk), .rst_n(rst_n), .load(rload[15]), .d(datain), .q(regs[15]));
    DFlipFlop_32 regDff16(.clk(clk), .rst_n(rst_n), .load(rload[16]), .d(datain), .q(regs[16]));
    DFlipFlop_32 regDff17(.clk(clk), .rst_n(rst_n), .load(rload[17]), .d(datain), .q(regs[17]));
    DFlipFlop_32 regDff18(.clk(clk), .rst_n(rst_n), .load(rload[18]), .d(datain), .q(regs[18]));
    DFlipFlop_32 regDff19(.clk(clk), .rst_n(rst_n), .load(rload[19]), .d(datain), .q(regs[19]));
    DFlipFlop_32 regDff20(.clk(clk), .rst_n(rst_n), .load(rload[20]), .d(datain), .q(regs[20]));
    DFlipFlop_32 regDff21(.clk(clk), .rst_n(rst_n), .load(rload[21]), .d(datain), .q(regs[21]));
    DFlipFlop_32 regDff22(.clk(clk), .rst_n(rst_n), .load(rload[22]), .d(datain), .q(regs[22]));
    DFlipFlop_32 regDff23(.clk(clk), .rst_n(rst_n), .load(rload[23]), .d(datain), .q(regs[23]));
    DFlipFlop_32 regDff24(.clk(clk), .rst_n(rst_n), .load(rload[24]), .d(datain), .q(regs[24]));
    DFlipFlop_32 regDff25(.clk(clk), .rst_n(rst_n), .load(rload[25]), .d(datain), .q(regs[25]));
    DFlipFlop_32 regDff26(.clk(clk), .rst_n(rst_n), .load(rload[26]), .d(datain), .q(regs[26]));
    DFlipFlop_32 regDff27(.clk(clk), .rst_n(rst_n), .load(rload[27]), .d(datain), .q(regs[27]));
    DFlipFlop_32 regDff28(.clk(clk), .rst_n(rst_n), .load(rload[28]), .d(datain), .q(regs[28]));
    DFlipFlop_32 regDff29(.clk(clk), .rst_n(rst_n), .load(rload[29]), .d(datain), .q(regs[29]));
    DFlipFlop_32 regDff30(.clk(clk), .rst_n(rst_n), .load(rload[30]), .d(datain), .q(regs[30]));
    DFlipFlop_32 regDff31(.clk(clk), .rst_n(rst_n), .load(rload[31]), .d(datain), .q(regs[31]));
    always @(*) begin
        if (waddr == 5'b0) begin
            load = 32'b0;
        end else begin
            load = 32'b1 << waddr;
        end
    end
endmodule
==> results.sh <==
# yosys + openroad results
export IMPL_drc=0
export IMPL_p_per_area_nw_per_um2=200
export IMPL_grt_remaining_overflow=0
export IMPL_crit_buf_inv=4
export IMPL_rsz0062_at_grt="false"
export IMPL_boundaryPins=1138
export IMPL_fmax_mhz=114
export IMPL_cts_sinks=1024
export IMPL_dpl_hpwl_um=379000
export IMPL_finalCritPeriodShare=0.825
export IMPL_yosys_warnings=2
export IMPL_finalClockSkew_ns=0
export IMPL_post_cts_resized=0
export IMPL_worst_hold_path_type="register to register"
export IMPL_drt_pass1_iterations=12
export IMPL_slew_headroom=0.273
export IMPL_edf_count=0
export IMPL_avgSynthCellArea_um2=11.7
export IMPL_layout_cells_non_filler=9476
export IMPL_gp_congestion=1.01
export IMPL_cts_inserted_buffers=121
export IMPL_via_per_inst=5.57
export IMPL_insertion_delay_ns=0.78
export IMPL_final_hold_viol_count=0
export IMPL_cts_tree="built"
export IMPL_fin_tns_setup_ns=0
export IMPL_worst_slew_pin_slew_ns=1.09
export IMPL_ys_cells=4355
export IMPL_required_ns=8.48
export IMPL_syn_inst=4355
export IMPL_via_count=52796
export IMPL_critical_path_class="input pin to primary output"
export IMPL_status="completed"
export IMPL_antenna_found_initial=76
export IMPL_async_flop_share=1.00
export IMPL_regArea_um2=25600
export IMPL_grt_pass1_vias=51859
export IMPL_num_fill_cells=30638
export IMPL_finalPower_mw=14.5
export IMPL_maxCapViolations=0
export IMPL_rows=198
export IMPL_setup_viol=0
export IMPL_die_height_um=562
export IMPL_ant_nets=0
export IMPL_drive_above_1_share=0.289
export IMPL_leakagePower_nw=29.7
export IMPL_yosys_register_bits=1024
export IMPL_routed_wl_um=509000
export IMPL_peakVddDrop_mv=0.131
export IMPL_fp_util=0.175
export IMPL_syn2layout_area_growth_pct=42.3
export IMPL_finalMaxSlewViolations=0
export IMPL_postCtsHoldBufs=0
export IMPL_logic_area_um2=24000
export IMPL_ys_flop_type="dfrtp_1"
export IMPL_wl_per_cell_um=53.7
export IMPL_grt_busiest_layer="met2"
export IMPL_grtUsageMet1=0.376
export IMPL_cpPeakStageDelay_ns=0.70
export IMPL_synth_seq_share=0.503
export IMPL_post_route_util=0.248
export IMPL_yosys_top_cells_count="dfrtp_1, mux2_2, a22oi_1, nand2_1, clkbuf_1"
export IMPL_dp_cells=9214
export IMPL_top_cell="dfrtp_1"
export IMPL_crit_slowest_cell="nor2_4"
export IMPL_cts_buffer_depth=3
export IMPL_crit_family="buffers and inverters"
export IMPL_cts_root_buf="clkbuf_16"
export IMPL_cts_setup_buffers=0
export IMPL_die_w_um=562
export IMPL_top_area_cell="dfrtp_1"
export IMPL_cp_max_fo=26
export IMPL_openroad_warnings=38
export IMPL_grt_use_total=0.317
export IMPL_io_buffer_count=1137
export IMPL_startpoint_type="input pin"
export IMPL_top_cells_by_area="dfrtp_1, mux2_2, a22oi_1"
export IMPL_grt_use_met2=0.445
export IMPL_h_tree_depth=3
export IMPL_grt_max_degree=131
export IMPL_yosys_stat_area_um2=50900
export IMPL_path_clk_slew_ns=0.06
export IMPL_yosysUniqueCellTypes=59
export IMPL_layout_min_cycle_time_ns=8.75
export IMPL_worst_setup_path_end_kind="primary output"
export IMPL_die_area_um2=316000
export IMPL_drtIter0Drc=6789
export IMPL_cpMostUsedCell="buf_4"
export IMPL_core_area_um2=292000
export IMPL_grt_met3_usage=0.197
export IMPL_arrival_ns=6.63
export IMPL_top_cell_area_share=0.503
export IMPL_grt_pass1_wl_um=634000
export IMPL_synth_area_um2=50900
export IMPL_cp_cell_sequence="buf_2, nand2b_1, nor2_4, buf_4, buf_4, a22oi_1, nand2_1, nor3_1, a31oi_1, clkdlybuf4s50_1"
## power by group
group | switching, mW | internal [mW]
Combinational | 1.58 | 1.98
Clock | 1.92 | 2.67
Sequential | 1.74 | 4.63
Total | 5.25 | 9.28
## through the flow
stage | instance area [um^2] | setup WS (ns) | hold WS [ns]
2_1_floorplan | 50900 | 4.90 | 0.451
5_1_grt | 72400 | 2.02 | 0.457
3_3_place_gp | 68100 | 2.01 | 0.432
6_report | 72400 | 1.85 | 0.444
3_5_place_dp | 68100 | 2.10 | 0.429
4_1_cts | 72300 | 2.06 | 0.443
## layout by cell type, fill, tap and decap left out, types with 21 or more instances in the layout
cell type and n:
a21oi_1 103, a222oi_1 27, a22o_1 31, a22oi_1 797, buf_4 267, clkbuf_16 123, clkdlybuf4s50_1 1126, dfrtp_1 1024
diode_2 41, mux2_2 992, mux2i_1 27, nand2_1 215, nand3_1 48, nand4_1 106, nor2_1 117, nor2_4 78
nor3_1 66, nor4_1 28, o21ai_0 21
## area by class of cell
cell class,instances,area share
antenna,41,0.00142
clock buffer,156,0.0467
clock inverter,65,0.0122
inverter,7,0.000363
multi-input combinational,2874,0.331
sequential,1024,0.354
tap,3900,0.0674
timing repair buffer,1409,0.187
## logic make-up (layout without fill, tap and decap cells)
kind of cell | count (synthesis) | count (layout) | synth area share
AOI/OAI and AO/OA | 1078 | 1078 | 0.157
muxes | 1031 | 1031 | 0.228
DFF | 1024 | 1024 | 0.503
and+or+nand+nor | 765 | 765 | 0.0737
buffers and inverters | 457 | 1637 | 0.0389
other | 0 | 41 | 0
## final timing paths
| path | depth (start not counted) | slack, ns | end | startpoint |
|---|---|---|---|---|
| max in group asynchronous | 5 | 6.72 | regDff28.q[27] | rst_n |
| max | 10 | 1.85 | dataout0[24] | raddr0[4] |
| max reg2reg | 1 | 9.45 | regDff14.q[29] | regDff14.q[29] |
| min reg2reg | 0 | 0.44 | regDff0.q[31] | regDff0.q[31] |
| min | 0 | 0.44 | regDff0.q[31] | regDff0.q[31] |
| min in group asynchronous | 1 | 1.28 | regDff0.q[6] | rst_n |
## per-layer routing
layer,part of all wire,vias up
met4,0.069,32
met3,0.15,1469
met2,0.41,4954
li1,-,18979
met1,0.37,27362
met5,0.00042,-
No activity file was given, so power comes from the tool's default toggle rates.
